==> flow/design.v <==
package regPKG;
    parameter REG_DATAWIDTH = 16;
    parameter NUM_REGS      = 16;
    parameter REG_ADDRWIDTH = $clog2(NUM_REGS);
    typedef logic [REG_DATAWIDTH-1:0]   reg_data_t;
    typedef logic [REG_ADDRWIDTH-1:0]   reg_addr_t;
endpackage: regPKG
package sysPKG;
    parameter CLK_FREQ = 50_000_000;
endpackage: sysPKG
module spi_slave_dataxceive
#(
    parameter   CLK_FREQ    =       50_000_000,
    parameter   SPI_WORDLEN =       8,
    parameter   CPOL        =       1'b0,
    parameter   CPHA        =       1'b1,
    parameter   CSPOL       =       1'b0,
    parameter   MAX_SPI_XACTIONS =  256
)(
    input logic                     clk_in,
    input logic                     reset_n,
    input logic                     spi_clk,
    input logic                     spi_MOSI,
    output logic                    spi_MISO,
    input logic                     spi_nCS,
    input logic[SPI_WORDLEN-1:0]    spi_word_out,
    output logic[SPI_WORDLEN-1:0]   spi_word_in
);
localparam  XACTION_CTR_SIZ =   $clog2(MAX_SPI_XACTIONS);
localparam  BIT_CTR_SIZ     =   $clog2(SPI_WORDLEN);
typedef logic [BIT_CTR_SIZ:0]     bit_ctr_t;
typedef logic [XACTION_CTR_SIZ:0] xaction_ctr_t;
logic cs_reg, clk_reg;
logic clk_rising, clk_falling;
logic xaction_lim;
logic enable;
bit_ctr_t bit_ctr;
xaction_ctr_t xaction_ctr;
logic [SPI_WORDLEN-1:0] mosi_word;
logic [SPI_WORDLEN-1:0] miso_word;
logic word_latch;
always_ff @(posedge clk_in, negedge reset_n)
begin
    if(reset_n == '0)
    begin
        cs_reg      <=  '0;
        clk_reg     <=  '0;
        clk_rising  <=  '0;
        clk_falling <=  '0;
        enable      <=  '0;
    end
    else
    begin
        cs_reg      <=  spi_nCS;
        clk_reg     <=  spi_clk;
        clk_rising  <=  ~clk_reg & spi_clk;
        clk_falling <=  clk_reg & ~spi_clk;
        if(cs_reg & ~spi_nCS)        
        begin
            enable  <=  ~CSPOL;      
        end
        else if(~cs_reg & spi_nCS)   
        begin
            enable  <=  CSPOL;       
        end
    end
end
always_ff @(posedge clk_in, negedge reset_n)
begin
    if(reset_n == '0)
    begin
        spi_MISO    <=  '0;
        mosi_word   <=  '0;
        bit_ctr     <=  '0;
        xaction_ctr <=  '0;
        xaction_lim <=  '0;
        miso_word   <=  '0;
        spi_word_in <=  '0;
        word_latch  <=  '0;
    end
    else 
    begin
        miso_word   <=  spi_word_out;
        if(word_latch)
        begin
            spi_word_in <=  mosi_word;
            word_latch  <=  '0;
        end
        if(~enable)
        begin
            xaction_lim <= '0;
            word_latch  <= '0;
        end
        if(enable & ~xaction_lim)
        begin
            if(
                (clk_falling & ((CPOL & ~CPHA) | (~CPOL & CPHA))) |
                (clk_rising  & ((CPOL & CPHA) | (~CPOL & ~CPHA)))
            )
            begin
                mosi_word       <= {mosi_word[SPI_WORDLEN-2:0],spi_MOSI};
                if(bit_ctr < SPI_WORDLEN)
                begin
                    bit_ctr     <= bit_ctr + 1'b1;
                    if(bit_ctr == SPI_WORDLEN-1)
                        word_latch  <=  '1;
                    else
                        word_latch  <=  '0;
                end
                else
                begin
                    bit_ctr     <=  '0;
                    spi_word_in    <=  mosi_word;
                    xaction_ctr <= xaction_ctr + 1'b1;
                    if(xaction_ctr >= MAX_SPI_XACTIONS)
                    begin
                        xaction_lim <= '1;
                    end
                end
            end
            if(
                (clk_falling & ((CPOL & CPHA) | (~CPOL & ~CPHA))) |
                (clk_rising  & ((CPOL & ~CPHA) | (~CPOL & CPHA)))
            )
            begin
                if(bit_ctr == SPI_WORDLEN)
                    spi_MISO    <= miso_word[SPI_WORDLEN-1];
                else
                    spi_MISO    <= miso_word[SPI_WORDLEN - 1 - bit_ctr];
            end
        end
        else
        begin
            spi_MISO    <=  '0;
            mosi_word   <=  '0;
            bit_ctr     <=  '0;
            xaction_ctr <=  '0;
        end
    end
end
endmodule : spi_slave_dataxceive
==> flow/run.sh <==
#!/bin/bash
# OpenROAD 26Q1-2900-gdf79404cd8, Yosys 0.63+post, stock flow scripts
make -C /OpenROAD-flow-scripts/flow DESIGN_CONFIG=/design/flow/config.mk WORK_HOME=/design/flow/orfs finish
==> flow/config.mk <==
export PLATFORM = sky130hd
export DESIGN_NAME = spi_slave_dataxceive
export DESIGN_NICKNAME = spi_slave_dataxceive
export VERILOG_FILES = /design/flow/design.v
export SDC_FILE = /design/flow/constraint.sdc
export NUM_CORES = 4
export LEC_CHECK = 1
export CORE_UTILIZATION = 40
==> flow/constraint.sdc <==
current_design spi_slave_dataxceive

set clk_period 2.6
set clk_io_pct 0.2

create_clock -name clk0 -period $clk_period [get_ports {clk_in}]

set non_clock_inputs [all_inputs -no_clocks]
set_input_delay [expr $clk_period * $clk_io_pct] -clock clk0 $non_clock_inputs
set_output_delay [expr $clk_period * $clk_io_pct] -clock clk0 [all_outputs]
==> flow_summary.toml <==
# implementation run metrics
[run_status]
status = "complete, no violations"

[yosys]
synth_chip_area_um2 = 1880
top_cell_area_share = 0.600
ys_seq_share = 0.600
edf_count = 0
async_flop_share = 1.00
largest_area_cell = "dfrtp_1"
avgSynthCellArea_um2 = 12.9
ys_warn_count = 1
flop_cell = "dfrtp_1"
syn_area_um2 = 1880
numSynthFlops = 45
top_cell = "dfrtp_1"
synthCells = 146
synthTopCellsByArea = "dfrtp_1 (60%), mux2_2 (5.4%), mux2i_1 (5.3%)"
yosys-top-cells-count = "dfrtp_1 (45), nor2_1 (18), mux2i_1 (10)"
synth_cell_types = 29
yosys_cells = 146

[power_and_ir_drop]
cellInternalPower_mw = 0.968
p_clk_frac = 0.357
switching_power_mw = 0.282
power_leakage_nw = 0.969
comb_power_share = 0.062
powerDensity_nw_per_um2 = 562
vdd_drop_max_mv = 0.395
switching_share = 0.226
power_mw = 1.25
pwr-share-seq = 0.580

[sta]
finalSetupViolations = 0
relSlewSlack = 0.451
tightestPinTransition_ps = 824
period_used_share = 0.628
setup_tns_ps = 0
timing.fmax_mhz = 612
period_needed_ps = 1630
fin_ws_ps = 967
rsz0062_at_grt = "no"
timing_hold_violations_final = 0
finalClockSkew_ps = 11.3
slew_viol_final = 0

[floorplan]
die_area_um2 = 4970
core_um2 = 4440
die_y_um = 70.5
rows = 24
io_pins = 22
fp_util = 0.423
fp.dieW_um = 70.5

[clock_network]
htreeDepth = 2
cts_setup_buffers = 0
cts.clk_slew.worst_paths_ps = 80
ctsHoldBuffers = 0
clock-sinks = 45
cts_max_path_buffers = 2
clock-root-buffer = "clkbuf_8"
numCtsBuffers = 5
ctsResizeCount = 0
cts_tree = "yes"
insertion_delay_ps = 300

[finish]
largest_register_ffs = 9
layout-drive-gt1-share = 0.163
final_util = 0.501
regMostFlops = "xaction_ctr"
fillers = 375
area_delta_synth_final_pct = 18.5

[global_routing]
grt_pass1_vias = 1110
grt_pass1_wl_mm = 5.10
groute.usage.overall = 0.134
grt_start_max_net_pins = 23
overflow = 0
grt_antenna_before_repair = 0

[critical_path]
crit_path_end_kind = "output port"
critical_path_buf_inv_count = 1
worstSetupPathType = "reg -> out"
worst_setup_path_start_kind = "register"
cp_slowest_cell = "clkdlybuf4s50_1"
crit_chain = "clkdlybuf4s50_1"
crit_path_max_fanout = 2
path_delay_family = "buffers and inverters"
worstPathArrival_ps = 1110
worst_ep_required_time_ps = 2080
critical_path.max_stage_delay_ps = 460

[worst_hold_path]
hold_class = "in -> async"

[job]
max_cap_violations = 0
tool_warnings = 26

[routing]
drtPass1Iterations = 4
routed_via_density = 4.97
first_iter_violations = 21
drcViolationCount = 0
wl_mm = 2.94
wl_per_cell_um = 13.1
antennaDiodeCount = 0
ant_nets = 0
routed-via-count = 1113

[placement]
io_buffers = 21
dp_slack_ps = 837
gp_congestion = 0.818
hpwl_mm = 2.10
## per-stage QoR
stage	area [µm²]	hold slack [ps]	std cells
5_1_grt	2220	190	224
3_3_place_gp	2130	407	216
3_5_place_dp	2130	422	216
2_1_floorplan	1880	224	146
4_1_cts	2220	176	224
6_report	2220	175	224
## worst paths after layout
| path | from | to | slack, ps | cells after the start |
|---|---|---|---|---|
| worst max-delay path | spi_word_in[3] | spi_word_in[3] | 970 | 1 |
| worst min-delay path | reset_n | bit_ctr[3] | 170 | 1 |
| worst max register to register | clk_falling | xaction_ctr[6] | 1080 | 4 |
| worst min register to register | clk_reg | clk_rising | 430 | 1 |
| max in group asynchronous | reset_n | mosi_word[6] | 1880 | 2 |
| min in group clk0 | clk_reg | clk_rising | 430 | 1 |
## per-layer routing
layer | part of all wire | global-route usage
met3 | 0.048 | 0.0409
met5 | 0 | 0
met2 | 0.45 | 0.200
met4 | 0.011 | 0.0159
met1 | 0.49 | 0.210
## logic make-up after synthesis
group,Yosys count,synth area share
AOI/OAI and AO/OA,11,0.0460
xor gates and xnor gates,9,0.0420
adders and majority gates,4,0.0266
buffers and inverters,10,0.0320
DFF,45,0.600
muxes,20,0.119
and+or+nand+nor,47,0.135
## final cells by class
cell class / count / area (µm²) / share of cell area
timing repair buffer: 24 / 228 / 0.102
sequential: 45 / 1130 / 0.506
clock buffer: 6 / 82.6 / 0.0371
multi-input combinational: 91 / 692 / 0.311
tap: 52 / 65.1 / 0.0292
clock inverter: 2 / 16.3 / 0.00731
inverter: 4 / 15.0 / 0.00675
## power by group through the flow
stage,logic [mW],registers (mW),clock network (mW)
after CTS,0.0802,0.726,0.467
final,0.0781,0.725,0.447
after global routing,0.0879,0.728,0.501
## layout by cell type (no fill, tap or decap), types with 2 or more instances in the layout
cell / n
dfrtp_1: 45
xor2_1: 5
mux2_2: 9
clkbuf_8: 6
nand2b_1: 2
a31oi_1: 3
xnor2_1: 4
clkdlybuf4s50_1: 20
nor2b_1: 4
ha_1: 4
nand4_1: 4
a21oi_1: 3
o21ai_0: 2
nor3_2: 2
buf_4: 3
nand3_1: 5
nor2_1: 18
nand2_1: 7
mux2i_1: 10
inv_1: 4
Power figures rest on the tool's default switching activity, not on a simulated workload.
